## flow/design.v

```verilog
module multi_gates(input a, b, select, output c);
wire w1, w2, sel_not;
and a1(w1, a, select);
and a2(w2, b, sel_not);
not no1(sel_not, select);
or or1(c, w1, w2);
endmodule
module adder_3bits(input [2:0]a, b, output [3:0] c);
assign c = a + b;
endmodule
module Muti(input [2:0] a, b, input sel, output [2:0] c);
multi_gates m1(.a(a[0]), .b(b[0]), .c(c[0]), .select(sel));
multi_gates m2(.a(a[1]), .b(b[1]), .c(c[1]), .select(sel));
multi_gates m3(.a(a[2]), .b(b[2]), .c(c[2]), .select(sel));
endmodule
module Compara(input [3:0] a, b, output c);
assign c = a > b;
endmodule
module Lab4_part5;
reg [2:0] in1,in2,m1,m2;
wire [3:0]w1,w2;
wire w3;
wire [2:0] out1;
adder_3bits a1(.a(in1), .b(m1), .c(w1));
adder_3bits a2(.a(in2), .b(m2), .c(w2));
Compara c1(.a(w1), .b(w2), .c(w3));
Muti M1(.sel(w3), .a(in1), .b(in2), .c(out1));
initial
	begin
	in1 = 3'b001;
	in2 = 3'b001;
	 m1 = 3'b001;
	 m2 = 3'b011;
	$monitor("output = %b", out1);
	end
endmodule
module multi_32bits(input [31:0] a, b, input sel, output [31:0] c);
multi_gates m1(.a(a[0]), .b(b[0]), .c(c[0]), .select(sel));
multi_gates m2(.a(a[1]), .b(b[1]), .c(c[1]), .select(sel));
multi_gates m3(.a(a[2]), .b(b[2]), .c(c[2]), .select(sel));
multi_gates m4(.a(a[3]), .b(b[3]), .c(c[3]), .select(sel));
multi_gates m5(.a(a[4]), .b(b[4]), .c(c[4]), .select(sel));
multi_gates m6(.a(a[5]), .b(b[5]), .c(c[5]), .select(sel));
multi_gates m7(.a(a[6]), .b(b[6]), .c(c[6]), .select(sel));
multi_gates m8(.a(a[7]), .b(b[7]), .c(c[7]), .select(sel));
multi_gates m9(.a(a[8]), .b(b[8]), .c(c[8]), .select(sel));
multi_gates m10(.a(a[9]), .b(b[9]), .c(c[9]), .select(sel));
multi_gates m11(.a(a[10]), .b(b[10]), .c(c[10]), .select(sel));
multi_gates m12(.a(a[11]), .b(b[11]), .c(c[11]), .select(sel));
multi_gates m13(.a(a[12]), .b(b[12]), .c(c[12]), .select(sel));
multi_gates m14(.a(a[13]), .b(b[13]), .c(c[13]), .select(sel));
multi_gates m15(.a(a[14]), .b(b[14]), .c(c[14]), .select(sel));
multi_gates m16(.a(a[15]), .b(b[15]), .c(c[15]), .select(sel));
multi_gates m17(.a(a[16]), .b(b[16]), .c(c[16]), .select(sel));
multi_gates m18(.a(a[17]), .b(b[17]), .c(c[17]), .select(sel));
multi_gates m19(.a(a[18]), .b(b[18]), .c(c[18]), .select(sel));
multi_gates m20(.a(a[19]), .b(b[19]), .c(c[19]), .select(sel));
multi_gates m21(.a(a[20]), .b(b[20]), .c(c[20]), .select(sel));
multi_gates m22(.a(a[21]), .b(b[21]), .c(c[21]), .select(sel));
multi_gates m23(.a(a[22]), .b(b[22]), .c(c[22]), .select(sel));
multi_gates m24(.a(a[23]), .b(b[23]), .c(c[23]), .select(sel));
multi_gates m25(.a(a[24]), .b(b[24]), .c(c[24]), .select(sel));
multi_gates m26(.a(a[25]), .b(b[25]), .c(c[25]), .select(sel));
multi_gates m27(.a(a[26]), .b(b[26]), .c(c[26]), .select(sel));
multi_gates m28(.a(a[27]), .b(b[27]), .c(c[27]), .select(sel));
multi_gates m29(.a(a[28]), .b(b[28]), .c(c[28]), .select(sel));
multi_gates m30(.a(a[29]), .b(b[29]), .c(c[29]), .select(sel));
multi_gates m31(.a(a[30]), .b(b[30]), .c(c[30]), .select(sel));
multi_gates m32(.a(a[31]), .b(b[31]), .c(c[31]), .select(sel));
endmodule
module adder_32bits(input [31:0]a, b, output [31:0] c);
assign c = a + b;
endmodule
module Lab_part2;
reg [31:0] PCin, Cons;
reg  sel;
wire [31:0] w1, PCout;
adder_32bits a1(.a(PCin), .b(Cons), .c(w1));
mutil_32bits m1(.a(PCin), .b(Cons), .sel(sel), .c(PCout));
always
	begin
	end
endmodule
```

## flow/run.sh

```bash
#!/bin/bash
# OpenROAD 26Q1-2900-gdf79404cd8, Yosys 0.63+post, stock flow scripts
make -C /OpenROAD-flow-scripts/flow DESIGN_CONFIG=/design/flow/config.mk WORK_HOME=/design/flow/orfs finish
```

## flow/config.mk

```make
export PLATFORM = sky130hd
export DESIGN_NAME = multi_32bits
export DESIGN_NICKNAME = multi_32bits
export VERILOG_FILES = /design/flow/design.v
export SDC_FILE = /design/flow/constraint.sdc
export NUM_CORES = 4
export LEC_CHECK = 1
export CORE_AREA = 10 10 70 70
export DIE_AREA = 0 0 80 80
```

## flow/constraint.sdc

```tcl
current_design multi_32bits

set clk_period 1.0
set clk_io_pct 0.2

create_clock -name clk0 -period $clk_period

set non_clock_inputs [all_inputs -no_clocks]
set_input_delay [expr $clk_period * $clk_io_pct] -clock clk0 $non_clock_inputs
set_output_delay [expr $clk_period * $clk_io_pct] -clock clk0 [all_outputs]
```

==> summary.txt <==
run metrics: outcome complete, but fails checks, failing checks negative setup slack, Syn Area/Cell 11.5 um2, Cell Type Count 5, PortBufs ~97, Final Cell Area roughly 1500 um2, Hold Vio Cnt, Final 0, PD cells between 300 and 400 nW/um2, hold path start a[31], Post-Synthesis Cells approximately 70, Overall Global Routing Usage 7.55%, die extent in y about 80 um, critical path endpoint category output pin, Top-Level Pins a little under 100, chip area 6400 um2, Layout Utilization 45.1%, Clk pwr share 0%, total tool warning count 35, Starting Density 23.0%, post-route clock period utilization 117%, comb. cell area between 400 and 500 um2, Top cells excl fill/tap dlygate4sd2_1 (57), mux2_4 (32), buf_6 (23), buf_2 (11), dlymetal6s2s_1 (6), DP Cell Count roughly 180, Crit Path Class in -> out, vias in the first global route approximately 680, DP Area 1540 um2, yosys warns 0, Seq cells 0, row count 21, Max-Cap Viols 0, Layout Cells excl Fill around 180, 1st-iter DRT viols 1, Max-slew headroom 91.1%, initial antenna violation count 0, first-pass GRT wire length a little under 4000 um, RSZ-0062 raised after global routing yes, Max Transition Viols Final 0, sequential cell area 0 um2, worst hold path type in -> out, hold depth 3, grt ovf 0, final setup vio count 32, fraction of layout cells with a size suffix above 1 approximately 53%, Top cell excl fill/tap dlygate4sd2_1, Sw Share 22.1%, cell-internal power approximately 460 uW, DRT Wirelength roughly 2800 um, die width roughly 80 um, Psw 131 uW, Max Clk Rate approximately 860 MHz, CLK BUF 0, combinational power share approximately 100%, Setup TNS -3.68 ns, Reg power frac 0%, crit path time final around 1.2 ns, gpl congestion between 0.7 and 0.8, CP required around 0.8 ns, pre-CTS setup slack -0.499 ns, number of cells in Yosys stat between 60 and 70, CTS Hold Bufs 0, TritonRoute pass-1 iters 2, setup ws final -0.167 ns, worst hold endpoint c[31], Via Count approximately 700, largest net degree at the start of global routing 18, register share after synthesis 0%, P&R area growth vs syn 96.2%, Worst Max-Slew Pin Slew about 0.13 ns, DR DRC count 0, P_leak between 0.0008 and 0.0009 uW, synthesized area 785 um2, ant diodes 0, FILL cells 361, Post-DRT Antenna Nets 0, critical path arrival a little under 1 ns, Vias/cell 3.78, core box area between 3000 and 4000 um2, Worst Path Max Fanout 5, drt wl/cell 15.3 um, YS chip area 785 um2, Worst setup SP type input pin, peak supply drop about 0.17 mV
-- metal layers --
metal | GRT usage [%] | vias up | part of all wire, %
met4 | 0 | 0 | 0
li1 | - | 335 | -
met1 | 9.03 | 302 | 41
met2 | 13.8 | 47 | 49
met5 | 0 | - | 0
met3 | 2.05 | 0 | 9.7
-- cells in the mapped netlist --
master   n  area [um2]
mux2_4  30         450
buf_6    1        11.3
mux2_2   2        22.5
buf_12   3        60.1
buf_4   32         240
-- how the worst max path moves through the flow --
stage         startpoint  endpoint  slack, ns  depth (start not counted)
finish               sel     c[29]      -0.17                          5
global route         sel     c[28]      -0.18                          5
CTS                  sel     c[29]      -0.17                          5
-- power by group through the flow --
stage / clock network [uW] / registers (uW) / logic (uW)
CTS: 0 / 0 / 579
global route: 0 / 0 / 633
finish: 0 / 0 / 594
-- timing repair --
action	CTS	global route
pin swaps	0	0
gates resized	173	15
setup buffers	3	0
setup endpoints to repair	32	32
gates cloned	1	0
-- cell families after synthesis --
family,count (synthesis),share of synthesized area (%)
buffers and inverters,36,39.7
muxes,32,60.3
-- final cells by class --
cell class | instances | share of cell area, %
repair buffers | 103 | 65.0
multi-input cells | 32 | 31.2
well taps | 46 | 3.74
-- worst max-delay path: stages --
cell	delay (ns)
buf_8	0.10
buf_12	0.13
buf_12	0.13
mux2_4	0.29
buf_6	0.11
-- metrics by stage --
stage | total power, uW | hold WS [ns]
2_1_floorplan | 413 | 0.591
4_1_cts | 579 | 0.799
3_3_place_gp | 654 | 1.33
5_1_grt | 633 | 0.710
6_report | 594 | 0.696
3_5_place_dp | 660 | 1.33
Power figures rest on the tool's default switching activity, not on a simulated workload.
