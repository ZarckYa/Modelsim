$ cat design.v
module selector8way(input [3:0] A,B,C,D,E,F,G,H, input [2:0] sel, output [3:0] out);
wire [3:0] w1,w2,w3,w4,w5,w6;
multi_4bits m1(.a(H), .b(D), .c(w1), .sel(sel[2]));
multi_4bits m2(.a(F), .b(B), .c(w2), .sel(sel[2]));
multi_4bits m3(.a(G), .b(C), .c(w3), .sel(sel[2]));
multi_4bits m4(.a(E), .b(A), .c(w4), .sel(sel[2]));
multi_4bits m5(.a(w1), .b(w2), .c(w5), .sel(sel[1]));
multi_4bits m6(.a(w3), .b(w4), .c(w6), .sel(sel[1]));
multi_4bits m7(.a(w5), .b(w6), .c(out), .sel(sel[0]));
endmodule
module multi_gates(input a, b, select, output c);
wire w1, w2, sel_not;
and a1(w1, a, select);
and a2(w2, b, sel_not);
not no1(sel_not, select);
or or1(c, w1, w2);
endmodule
module adder_3bits(input [2:0]a, b, output [3:0] c);
assign c = a + b;
endmodule
module Muti(input [2:0] a, b, input sel, output [2:0] c);
multi_gates m1(.a(a[0]), .b(b[0]), .c(c[0]), .select(sel));
multi_gates m2(.a(a[1]), .b(b[1]), .c(c[1]), .select(sel));
multi_gates m3(.a(a[2]), .b(b[2]), .c(c[2]), .select(sel));
endmodule
module Compara(input [3:0] a, b, output c);
assign c = a > b;
endmodule
module Lab4_part5;
reg [2:0] in1,in2,m1,m2;
wire [3:0]w1,w2;
wire w3;
wire [2:0] out1;
adder_3bits a1(.a(in1), .b(m1), .c(w1));
adder_3bits a2(.a(in2), .b(m2), .c(w2));
Compara c1(.a(w1), .b(w2), .c(w3));
Muti M1(.sel(w3), .a(in1), .b(in2), .c(out1));
initial
	begin
	in1 = 3'b001;
	in2 = 3'b001;
	 m1 = 3'b001;
	 m2 = 3'b011;
	$monitor("output = %b", out1);
	end
endmodule
module multi_4bits(input [3:0] a, b, input sel, output [3:0] c);
multi_gates m1(.a(a[0]), .b(b[0]), .c(c[0]), .select(sel));
multi_gates m2(.a(a[1]), .b(b[1]), .c(c[1]), .select(sel));
multi_gates m3(.a(a[2]), .b(b[2]), .c(c[2]), .select(sel));
multi_gates m4(.a(a[3]), .b(b[3]), .c(c[3]), .select(sel));
endmodule
$ cat run.sh
#!/bin/bash
# OpenROAD 26Q1-2900-gdf79404cd8, Yosys 0.63+post, stock flow scripts
make -C /OpenROAD-flow-scripts/flow DESIGN_CONFIG=/design/flow/config.mk WORK_HOME=/design/flow/orfs finish
$ cat config.mk
export PLATFORM = sky130hd
export DESIGN_NAME = selector8way
export DESIGN_NICKNAME = selector8way
export VERILOG_FILES = /design/flow/design.v
export SDC_FILE = /design/flow/constraint.sdc
export NUM_CORES = 4
export LEC_CHECK = 1
export CORE_AREA = 10 10 70 70
export DIE_AREA = 0 0 80 80
$ cat constraint.sdc
current_design selector8way

set clk_period 1.5
set clk_io_pct 0.2

create_clock -name clk0 -period $clk_period

set non_clock_inputs [all_inputs -no_clocks]
set_input_delay [expr $clk_period * $clk_io_pct] -clock clk0 $non_clock_inputs
set_output_delay [expr $clk_period * $clk_io_pct] -clock clk0 [all_outputs]
==> results_dict.tcl <==
# implementation run metrics
set metrics [dict create \
    status "finished, violations left" \
    violations "setup timing" \
    numPortBuffers 39 \
    p_switching_mw 0.0374 \
    maxCapViolCount 0 \
    holdWs_ns 1.10 \
    seq_area_um2 0 \
    common_cells "mux4_1 (8), buf_4 (4), mux2_2 (4), buf_6 (1), clkbuf_1 (1)" \
    max_freq_mhz 623 \
    dpl_cell_area_um2 713 \
    critPathTopFamily "multiplexers" \
    crit_type "input port to output pin" \
    p_total_mw 0.163 \
    synth.avg_cell_area_um2 16.7 \
    whs_path_depth 4 \
    postCtsSetupBuffers 0 \
    finalSetupViolCount 4 \
    grt_pass1_wl_um 2020 \
    wl_per_cell_um 14.0 \
    crit_path_start "sel[2]" \
    drt-vias-per-instance 3.11 \
    yosysTopAreaCellShare_pct 70.0 \
    hold_viol 0 \
    end_kind "output pin" \
    syn_inst 18 \
    relSlewSlack_pct 80.3 \
    clock_buffer_count 0 \
    p_sw_share_pct 23.0 \
    fillers 390 \
    hp-class "input port to output pin" \
    power_leakage_nw 0.264 \
    rows 21 \
    yosysWarnings 0 \
    num_vias 302 \
    synth_dominant_cell_count "mux4_1" \
    cp.depth 4 \
    area_leaders "mux4_1 (70%), mux2_2 (15%), buf_4 (10%)" \
    final_area_um2 641 \
    irDropWorstVdd_v 0.0000458 \
    grt_usage_pct 3.99 \
    diodes 0 \
    route.detailed.drc 0 \
    pwr-share-clk_pct 0 \
    drt-total-wl_um 1360 \
    ys_seq_share_pct 0 \
    seq_cells 0 \
    start_kind "input port" \
    critPathMaxStageDelay_ns 0.50 \
    die_w_um 80 \
    slew_violations 0 \
    synth_area_um2 300 \
    grt_pass1_vias 384 \
    finalSetupTns_ns -0.394 \
    antenna_found_initial 0 \
    cellPowerDensity_mw_per_mm2 254 \
    drtPass1Iterations 2 \
    path_buffers 2 \
    slowest_stage "mux4_2" \
    rsz0062_at_grt "true" \
    ys_types 5 \
    post-route-min-period_ns 1.61 \
    worstMarginPinSlew_ns 0.296 \
    place_ws_ns -0.953 \
    p_int_mw 0.125 \
    finalClockPeriodUsage_pct 107 \
    initCoreUtil_pct 8.79 \
    fin_ws_ns -0.106 \
    hold_path_startpoint "G[2]" \
    ys_cells 18 \
    dpl.hpwl_um 1260 \
    chip_area_mm2 0.00640 \
    layout-drive-gt1-share_pct 54.9 \
    die_y_um 80 \
    ioPinCount 39 \
    path_cells "buf_12, mux4_2, mux2_4, buf_6" \
    grt_overflow 0 \
    worstPathRequired_ns 1.20 \
    power_frac_comb_pct 100.0 \
    ys_area_um2 300 \
    coreArea_mm2 0.00342 \
    syn_to_final_growth_pct 113 \
    grt_max_degree 9 \
    worstPathArrival_ns 1.31 \
    gp_congestion 0.798 \
    top_area_cell "mux4_1" \
    warnings 35 \
    path_max_fanout 8 \
    drt-initial-drc-count 4 \
    power_frac_seq_pct 0 \
    ant_nets 0 \
]
per-layer routing:
| layer | up-vias | GRT usage (%) | share of wire [%] |
|---|---|---|---|
| li1 | 142 | - | - |
| met1 | 158 | 3.74 | 28 |
| met2 | 2 | 9.31 | 72 |
| met3 | 0 | 0 | 0.074 |
| met4 | 0 | 0 | 0 |
| met5 | - | 0 | 0 |
final timing paths:
kind	end	slack, ns
worst min-delay path	out[2]	1.10
worst max-delay path	out[3]	-0.11
cells by family after synthesis:
logic type / share of synthesized area [%]
muxes: 85.0
buffers and inverters: 15.0
power groups by stage:
stage         registers, mW  clock network, mW  logic, mW
CTS                       0                  0      0.159
global route              0                  0      0.175
finish                    0                  0      0.163
placed cells by master (no fill, tap or decap):
| cell type | count |
|---|---|
| buf_6 | 3 |
| mux4_2 | 8 |
| clkbuf_2 | 2 |
| mux2_4 | 4 |
| buf_12 | 1 |
| dlygate4sd2_1 | 1 |
| buf_2 | 10 |
| clkdlybuf4s15_1 | 22 |
layout make-up:
class                      count  area [µm²]  area share (%)
timing repair buffer          39         343            53.5
multi-input combinational     12         240            37.5
tap                           46        57.6            8.98
per-stage QoR:
stage	util (%)	cells
after floorplan	-	18
after global placement	20.9	99
after detailed placement	20.9	99
after CTS	18.7	97
after global routing	18.8	97
final	18.8	97
tightest hold or removal path: stages:
cell and delay, ns:
buf_2 0.07, mux4_2 0.22, mux2_4 0.13, buf_2 0.08
repair_timing:
action | in CTS | in global routing
hold endpoints to repair | 0 | 0
resized | 102 | 4
setup endpoints to repair | 4 | 4
hold buffers | 0 | 0
Power figures rest on the tool's default switching activity, not on a simulated workload.
