==> flow/design.v <==
module multi_32bits(input [31:0] a, b, input sel, output [31:0] c);
multi_gates m1(.a(a[0]), .b(b[0]), .c(c[0]), .select(sel));
multi_gates m2(.a(a[1]), .b(b[1]), .c(c[1]), .select(sel));
multi_gates m3(.a(a[2]), .b(b[2]), .c(c[2]), .select(sel));
multi_gates m4(.a(a[3]), .b(b[3]), .c(c[3]), .select(sel));
multi_gates m5(.a(a[4]), .b(b[4]), .c(c[4]), .select(sel));
multi_gates m6(.a(a[5]), .b(b[5]), .c(c[5]), .select(sel));
multi_gates m7(.a(a[6]), .b(b[6]), .c(c[6]), .select(sel));
multi_gates m8(.a(a[7]), .b(b[7]), .c(c[7]), .select(sel));
multi_gates m9(.a(a[8]), .b(b[8]), .c(c[8]), .select(sel));
multi_gates m10(.a(a[9]), .b(b[9]), .c(c[9]), .select(sel));
multi_gates m11(.a(a[10]), .b(b[10]), .c(c[10]), .select(sel));
multi_gates m12(.a(a[11]), .b(b[11]), .c(c[11]), .select(sel));
multi_gates m13(.a(a[12]), .b(b[12]), .c(c[12]), .select(sel));
multi_gates m14(.a(a[13]), .b(b[13]), .c(c[13]), .select(sel));
multi_gates m15(.a(a[14]), .b(b[14]), .c(c[14]), .select(sel));
multi_gates m16(.a(a[15]), .b(b[15]), .c(c[15]), .select(sel));
multi_gates m17(.a(a[16]), .b(b[16]), .c(c[16]), .select(sel));
multi_gates m18(.a(a[17]), .b(b[17]), .c(c[17]), .select(sel));
multi_gates m19(.a(a[18]), .b(b[18]), .c(c[18]), .select(sel));
multi_gates m20(.a(a[19]), .b(b[19]), .c(c[19]), .select(sel));
multi_gates m21(.a(a[20]), .b(b[20]), .c(c[20]), .select(sel));
multi_gates m22(.a(a[21]), .b(b[21]), .c(c[21]), .select(sel));
multi_gates m23(.a(a[22]), .b(b[22]), .c(c[22]), .select(sel));
multi_gates m24(.a(a[23]), .b(b[23]), .c(c[23]), .select(sel));
multi_gates m25(.a(a[24]), .b(b[24]), .c(c[24]), .select(sel));
multi_gates m26(.a(a[25]), .b(b[25]), .c(c[25]), .select(sel));
multi_gates m27(.a(a[26]), .b(b[26]), .c(c[26]), .select(sel));
multi_gates m28(.a(a[27]), .b(b[27]), .c(c[27]), .select(sel));
multi_gates m29(.a(a[28]), .b(b[28]), .c(c[28]), .select(sel));
multi_gates m30(.a(a[29]), .b(b[29]), .c(c[29]), .select(sel));
multi_gates m31(.a(a[30]), .b(b[30]), .c(c[30]), .select(sel));
multi_gates m32(.a(a[31]), .b(b[31]), .c(c[31]), .select(sel));
endmodule
module adder_32bits(input [31:0]a, b, output [31:0] c);
assign c = a + b;
endmodule
module Lab_part2;
reg [31:0] PCin, Cons;
reg  sel;
wire [31:0] w1, PCout;
adder_32bits a1(.a(PCin), .b(Cons), .c(w1));
mutil_32bits m1(.a(PCin), .b(Cons), .sel(sel), .c(PCout));
always
	begin
	end
endmodule
==> flow/run.sh <==
#!/bin/bash
# OpenROAD 26Q1-2900-gdf79404cd8, Yosys 0.63+post, stock flow scripts
make -C /OpenROAD-flow-scripts/flow DESIGN_CONFIG=/design/flow/config.mk WORK_HOME=/design/flow/orfs finish
==> flow/config.mk <==
export PLATFORM = sky130hd
export DESIGN_NAME = adder_32bits
export DESIGN_NICKNAME = adder_32bits
export VERILOG_FILES = /design/flow/design.v
export SDC_FILE = /design/flow/constraint.sdc
export NUM_CORES = 4
export LEC_CHECK = 1
export CORE_AREA = 10 10 107 107
export DIE_AREA = 0 0 117 117
==> flow/constraint.sdc <==
current_design adder_32bits

set clk_period 14.5
set clk_io_pct 0.2

create_clock -name clk0 -period $clk_period

set non_clock_inputs [all_inputs -no_clocks]
set_input_delay [expr $clk_period * $clk_io_pct] -clock clk0 $non_clock_inputs
set_output_delay [expr $clk_period * $clk_io_pct] -clock clk0 [all_outputs]
==> metrics.yaml <==
status:
  status: "finished, final reports clean"
power_and_ir_drop:
  cell_internal_pwr_w: 0.0000805
  combinationalPowerShare_pct: 100.0
  cellLeakagePower_nw: 1.18
  p_sw_share_pct: 40.4
  p_switching_w: 0.0000546
  seqPwrFrac_pct: 0
  ir_drop_mv: 0.0166
  clockPowerShare_pct: 0
  p_per_area_nw_per_um2: 48.2
die:
  pin_count: 96
  die_x_um: 117
  coreArea_um2: 9200
  fp_util_pct: 19.0
  num_rows: 35
  dieArea_um2: 13700
  die_y_um: 117
worst_hold_path:
  min_path_cells: 3
  worstHoldEndpoint: "c[0]"
  hold_path_class: "in -> out"
  min-delay-start: "b[0]"
drt:
  routed_wl_um: 6280
  route.detailed.drc: 0
  postRouteAntennaNets: 0
  n_antenna_cell: 0
  drt_pass1_iterations: 4
  vias: 2114
  drt_iter0_markers: 84
  wl_per_cell_um: 14.4
  viasPerCell: 4.84
setup_path:
  crit_chain: "clkdlybuf4s50_1, ha_1, fa_1, a21o_1, a31o_2, nand3_1, o221ai_1, a311oi_1, o21bai_1, xor2_1, clkdlybuf4s50_1"
  crit_family: "AND-OR/OR-AND gates"
  required_ps: 11600
  path_common_cell: "clkdlybuf4s50_1"
  critPathKind: "in -> out"
  path_buffers: 2
  endpoint_kind: "primary output"
  cp_slowest_stage_delay_ps: 500
  slowest_stage: "clkdlybuf4s50_1"
  startpoint_type: "input pin"
  cp_data_arrival_time_ps: 5900
  worstPathMaxFanout: 4
timing:
  rsz0062_at_grt: "no"
  worst_pin_slew_ps: 558
  hold_viol_final: 0
  finalSetupTns_ps: 0
  setup_violations: 0
  post-route-period-util_pct: 60.7
  fmax_mhz: 114
  finalCriticalPeriod_ps: 8800
  slew_headroom_pct: 61.9
  slew_violations: 0
yosys:
  ys_cells: 241
  area_leaders: "ha_1, a21oi_1, a21o_1"
  synth-xor-area-share_pct: 14.1
  top_logic_kind: "AND-OR/OR-AND gates"
  yosysChipArea_um2: 1740
  syn_area_um2: 1740
  syn_inst: 241
  synthDistinctLibCells: 50
  synth.avg_cell_area_um2: 7.24
  synthSimpleGateAreaFrac_pct: 18.3
  postSynthSeqShare_pct: 0
  adder_share_pct: 23.4
  compound_area_share_pct: 39.3
  top_area_share_pct: 22.2
  top_area_cell: "ha_1"
  ys_warn_count: 0
  common_cells: "ha_1, a21oi_1, a21o_1, nand2_1, xor2_1"
  most_common_cell: "ha_1"
  synthMuxAreaShare_pct: 1.15
grt:
  grt_pass1_wl_um: 10200
  overflow: 0
  grt_max_degree: 11
  track_usage_pct: 8.96
  antenna_found_initial: 1
  grt_pass1_vias: 2106
cells_and_area:
  final_core_util_pct: 30.4
  layout-drive-gt1-share_pct: 3.07
  ff_latch_area_um2: 0
  logic_area_um2: 1680
  n_fill_cell: 974
  area_growth_pct: 60.5
  nClkBuffers: 0
  nFlopsAndLatches: 0
cts:
  cts_hold_buffers: 0
  cts-resized-gates: 0
  post_cts_buffers: 0
flow_run:
  maxCapViolCount: 0
  tool_warnings: 32
placed_design:
  dpl.hpwl_um: 5560
  portBuffers: 96
  globalplace.congestion: 0.828
power groups by stage:
stage         logic [W]  clock network, W  registers (W)
CTS            0.000137                 0              0
global route   0.000151                 0              0
finish         0.000135                 0              0
per-layer routing:
metal / wire length, um / vias up / GRT usage [%]
met1: 2780 / 957 / 11.4
met3: 628 / 2 / 3.20
li1: - / 1091 / -
met2: 2850 / 62 / 15.1
met4: 1 / 2 / 0
met5: 13 / - / 0
cell usage in the layout (no fill, tap or decap), types with 2 or more instances in the layout:
master / count
a211oi_1: 3
a21o_1: 19
a21oi_1: 29
a311oi_1: 2
a31oi_1: 3
clkdlybuf4s50_1: 96
ha_1: 31
inv_1: 6
mux2i_1: 2
nand2_1: 18
nand2b_1: 2
nand3_1: 10
nand4_1: 8
nor2_1: 12
nor3_1: 4
o211ai_1: 3
o21a_1: 2
o21ai_0: 13
o21bai_1: 4
o221ai_1: 2
o311ai_1: 2
or2_2: 3
xnor2_1: 13
xor2_1: 15
layout make-up:
| class | instances | share of cell area [%] |
|---|---|---|
| inverters | 6 | 0.804 |
| repair buffers | 96 | 34.3 |
| well taps | 111 | 4.96 |
| multi-input cells | 224 | 59.9 |
how the worst max path moves through the flow:
stage	end	cells past startpoint	startpoint
finish	c[26]	11	a[0]
global route	c[18]	11	b[0]
CTS	c[26]	11	a[0]
worst min-delay path: stages:
cell and delay, ps:
clkdlybuf4s50_1 460, ha_1 110, clkdlybuf4s50_1 460
cell families (layout without fill, tap and decap cells):
family,after synthesis,count (layout)
AOI/OAI and AO/OA,97,97
muxes,2,2
adders and majority gates,32,32
buffers and inverters,17,102
xor gates and xnor gates,28,28
and+or+nand+nor,65,65
metrics by stage:
| stage | std cells | hold WS [ps] | power [W] | setup slack, ps | cell area [um^2] |
|---|---|---|---|---|---|
| 2_1_floorplan | 241 | 5870 | 0.0000641 | 6870 | 1740 |
| 3_3_place_gp | 437 | 6830 | 0.000137 | 5720 | 2800 |
| 3_5_place_dp | 437 | 6840 | 0.000136 | 5690 | 2800 |
| 4_1_cts | 437 | 6840 | 0.000137 | 5680 | 2800 |
| 5_1_grt | 437 | 6870 | 0.000151 | 5490 | 2800 |
| 6_report | 437 | 6830 | 0.000135 | 5700 | 2800 |
Power is estimated from default activity; no workload was simulated.
